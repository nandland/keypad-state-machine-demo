**./config.mk**
```make
export PLATFORM = sky130hd
export DESIGN_NAME = keypad_state_machine_demo_top
export DESIGN_NICKNAME = keypad_state_machine_demo_top
export VERILOG_FILES = /design/flow/design.v
export SDC_FILE = /design/flow/constraint.sdc
export NUM_CORES = 4
export LEC_CHECK = 1
export CORE_UTILIZATION = 50
```
**./run.sh**
```bash
#!/bin/bash
# OpenROAD 26Q1-2900-gdf79404cd8, Yosys 0.63+post, stock flow scripts
make -C /OpenROAD-flow-scripts/flow DESIGN_CONFIG=/design/flow/config.mk WORK_HOME=/design/flow/orfs finish
```
**./constraint.sdc**
```tcl
current_design keypad_state_machine_demo_top

set clk_period 2.8
set clk_io_pct 0.2

create_clock -name clk0 -period $clk_period [get_ports {i_Clk}]

set non_clock_inputs [all_inputs -no_clocks]
set_input_delay [expr $clk_period * $clk_io_pct] -clock clk0 $non_clock_inputs
set_output_delay [expr $clk_period * $clk_io_pct] -clock clk0 [all_outputs]
```
**./design.v**
```verilog
module Binary_To_7Segment 
  (
   input       i_Clk,
   input [3:0] i_Binary_Num,
   output      o_Segment_A,
   output      o_Segment_B,
   output      o_Segment_C,
   output      o_Segment_D,
   output      o_Segment_E,
   output      o_Segment_F,
   output      o_Segment_G
   );
  reg [6:0]    r_Hex_Encoding = 7'h00;
  always @(posedge i_Clk)
    begin
      case (i_Binary_Num)
        4'b0000 : r_Hex_Encoding <= 7'h7E;
        4'b0001 : r_Hex_Encoding <= 7'h30;
        4'b0010 : r_Hex_Encoding <= 7'h6D;
        4'b0011 : r_Hex_Encoding <= 7'h79;
        4'b0100 : r_Hex_Encoding <= 7'h33;          
        4'b0101 : r_Hex_Encoding <= 7'h5B;
        4'b0110 : r_Hex_Encoding <= 7'h5F;
        4'b0111 : r_Hex_Encoding <= 7'h70;
        4'b1000 : r_Hex_Encoding <= 7'h7F;
        4'b1001 : r_Hex_Encoding <= 7'h7B;
        4'b1010 : r_Hex_Encoding <= 7'h77;
        4'b1011 : r_Hex_Encoding <= 7'h1F;
        4'b1100 : r_Hex_Encoding <= 7'h4E;
        4'b1101 : r_Hex_Encoding <= 7'h3D;
        4'b1110 : r_Hex_Encoding <= 7'h4F;
        4'b1111 : r_Hex_Encoding <= 7'h47;
      endcase
    end  
  assign o_Segment_A = r_Hex_Encoding[6];
  assign o_Segment_B = r_Hex_Encoding[5];
  assign o_Segment_C = r_Hex_Encoding[4];
  assign o_Segment_D = r_Hex_Encoding[3];
  assign o_Segment_E = r_Hex_Encoding[2];
  assign o_Segment_F = r_Hex_Encoding[1];
  assign o_Segment_G = r_Hex_Encoding[0];
endmodule  
`timescale 1ns / 1ps
module Decoder(
    clk,
    Row,
    Col,
    DecodeOut
    );
    input clk;						 
    input [3:0] Row;				 
    output [3:0] Col;			 
    output [3:0] DecodeOut;	 
	reg [3:0] Col;
	reg [3:0] DecodeOut;
	reg [19:0] sclk;
	always @(posedge clk) begin
			if (sclk == 20'b00011000011010100000) begin
				Col <= 4'b0111;
				sclk <= sclk + 1'b1;
			end
			else if(sclk == 20'b00011000011010101000) begin
				if (Row == 4'b0111) begin
					DecodeOut <= 4'b0001;		 
				end
				else if(Row == 4'b1011) begin
					DecodeOut <= 4'b0100; 		 
				end
				else if(Row == 4'b1101) begin
					DecodeOut <= 4'b0111; 		 
				end
				else if(Row == 4'b1110) begin
					DecodeOut <= 4'b0000; 		 
				end
				sclk <= sclk + 1'b1;
			end
			else if(sclk == 20'b00110000110101000000) begin
				Col<= 4'b1011;
				sclk <= sclk + 1'b1;
			end
			else if(sclk == 20'b00110000110101001000) begin
				if (Row == 4'b0111) begin
					DecodeOut <= 4'b0010; 		 
				end
				else if(Row == 4'b1011) begin
					DecodeOut <= 4'b0101; 		 
				end
				else if(Row == 4'b1101) begin
					DecodeOut <= 4'b1000; 		 
				end
				else if(Row == 4'b1110) begin
					DecodeOut <= 4'b1111; 		 
				end
				sclk <= sclk + 1'b1;
			end
			else if(sclk == 20'b01001001001111100000) begin
				Col<= 4'b1101;
				sclk <= sclk + 1'b1;
			end
			else if(sclk == 20'b01001001001111101000) begin
				if(Row == 4'b0111) begin
					DecodeOut <= 4'b0011; 		 
				end
				else if(Row == 4'b1011) begin
					DecodeOut <= 4'b0110; 		 
				end
				else if(Row == 4'b1101) begin
					DecodeOut <= 4'b1001; 		 
				end
				else if(Row == 4'b1110) begin
					DecodeOut <= 4'b1110; 		 
				end
				sclk <= sclk + 1'b1;
			end
			else if(sclk == 20'b01100001101010000000) begin
				Col<= 4'b1110;
				sclk <= sclk + 1'b1;
			end
			else if(sclk == 20'b01100001101010001000) begin
				if(Row == 4'b0111) begin
					DecodeOut <= 4'b1010;  
				end
				else if(Row == 4'b1011) begin
					DecodeOut <= 4'b1011;  
				end
				else if(Row == 4'b1101) begin
					DecodeOut <= 4'b1100;  
				end
				else if(Row == 4'b1110) begin
					DecodeOut <= 4'b1101;  
				end
				sclk <= 20'b00000000000000000000;
			end
			else begin
				sclk <= sclk + 1'b1;
			end
	end
endmodule
module keypad_state_machine_demo_top
 (input  i_Clk,        
  input  io_PMOD_7,    
  input  io_PMOD_8,    
  input  io_PMOD_9,    
  input  io_PMOD_10,   
  output io_PMOD_1,    
  output io_PMOD_2,    
  output io_PMOD_3,    
  output io_PMOD_4,    
  output o_Segment1_A,
  output o_Segment1_B,
  output o_Segment1_C,
  output o_Segment1_D,
  output o_Segment1_E,
  output o_Segment1_F,
  output o_Segment1_G,
  input i_Switch_1,
  output o_LED_1,
  output o_LED_2, 
  output o_LED_3,
  output o_LED_4);
reg [3:0] r_Decode_Out;
reg r_Decode_DV;
wire [3:0] w_Decode_Out;
wire [3:0] w_Row, w_Col;
wire w_Segment1_A;
wire w_Segment1_B;
wire w_Segment1_C;
wire w_Segment1_D;
wire w_Segment1_E;
wire w_Segment1_F;
wire w_Segment1_G;
assign w_Row = {io_PMOD_10, io_PMOD_9, io_PMOD_8, io_PMOD_7};
assign io_PMOD_1 = w_Col[0];  
assign io_PMOD_2 = w_Col[1]; 
assign io_PMOD_3 = w_Col[2];
assign io_PMOD_4 = w_Col[3];
always @(posedge i_Clk)
begin
  r_Decode_Out <= w_Decode_Out;
  if (r_Decode_Out != w_Decode_Out)
  begin
    r_Decode_DV <= 1'b1;
  end
  else 
  begin
    r_Decode_DV <= 1'b0;
  end
end
Decoder Decoder_Inst
 (.clk(i_Clk),
  .Row(w_Row),    
  .Col(w_Col),    
  .DecodeOut(w_Decode_Out));
state_machine safe_password_checker_inst
 (.i_Clk(i_Clk),        
  .i_Reset(i_Switch_1),
  .i_Keypad_DV(r_Decode_DV),
  .i_Keypad_Digit(w_Decode_Out),
  .o_Safe_Unlocked(o_LED_1),
  .o_Safe_Locked(o_LED_4)
  );
  Binary_To_7Segment SevenSeg1_Inst
  (.i_Clk(i_Clk),
   .i_Binary_Num(w_Decode_Out),
   .o_Segment_A(w_Segment1_A),
   .o_Segment_B(w_Segment1_B),
   .o_Segment_C(w_Segment1_C),
   .o_Segment_D(w_Segment1_D),
   .o_Segment_E(w_Segment1_E),
   .o_Segment_F(w_Segment1_F),
   .o_Segment_G(w_Segment1_G));
  assign o_Segment1_A = ~w_Segment1_A;
  assign o_Segment1_B = ~w_Segment1_B;
  assign o_Segment1_C = ~w_Segment1_C;
  assign o_Segment1_D = ~w_Segment1_D;
  assign o_Segment1_E = ~w_Segment1_E;
  assign o_Segment1_F = ~w_Segment1_F;
  assign o_Segment1_G = ~w_Segment1_G;
endmodule
module state_machine
 (input  i_Clk,        
  input  i_Reset,
  input  i_Keypad_DV,
  input [3:0] i_Keypad_Digit,
  output o_Safe_Unlocked,
  output o_Safe_Locked);
reg [2:0] r_SM_Main;
localparam CHECK_DIGIT_1 = 3'b000;
localparam CHECK_DIGIT_2 = 3'b001;
localparam CHECK_DIGIT_3 = 3'b010;
localparam SAFE_UNLOCKED = 3'b011;
localparam SAFE_LOCKED   = 3'b100;
localparam PASSWORD_DIGIT_1 = 4'd8;
localparam PASSWORD_DIGIT_2 = 4'd6;
localparam PASSWORD_DIGIT_3 = 4'd0;
assign o_Safe_Locked   = (r_SM_Main == SAFE_LOCKED);
assign o_Safe_Unlocked = (r_SM_Main == SAFE_UNLOCKED);
always @(posedge i_Clk)
begin
  if (i_Reset == 1'b1)
  begin
    r_SM_Main <= CHECK_DIGIT_1;
  end
  else
  begin
    if (i_Keypad_DV == 1'b1)
    begin
        case (r_SM_Main)
            CHECK_DIGIT_1: 
            begin
                if (i_Keypad_Digit == PASSWORD_DIGIT_1)
                begin
                    r_SM_Main <= CHECK_DIGIT_2;
                end      
                else
                begin
                    r_SM_Main <= SAFE_LOCKED;
                end
            end
            CHECK_DIGIT_2: 
            begin
                if (i_Keypad_Digit == PASSWORD_DIGIT_2)
                begin
                    r_SM_Main <= CHECK_DIGIT_3;
                end      
                else
                begin
                    r_SM_Main <= SAFE_LOCKED;
                end
            end
            CHECK_DIGIT_3: 
            begin
                if (i_Keypad_Digit == PASSWORD_DIGIT_3)
                begin
                    r_SM_Main <= SAFE_UNLOCKED;
                end      
                else
                begin
                    r_SM_Main <= SAFE_LOCKED;
                end
            end
            SAFE_UNLOCKED:
            begin
                r_SM_Main <= SAFE_UNLOCKED;
            end    
            SAFE_LOCKED: 
            begin
                r_SM_Main <= SAFE_LOCKED;
            end
        endcase
    end  
  end
end
endmodule
```
==> run summary <==
Physical design

The run finished with clean final reports. The post-route standard cell area excluding fillers stands at ~2600 sq um. Entering global routing, the biggest net connects 19 pins. The routed layout reports a DRC error count of 0. The max-slew check reports its worst relative slack as 0.620. The share of synthesized area in the top cell type comes to 0.357. CTS reports a maximum clock tree buffer depth of 2.

The number of global-route vias before repair was 1567. Looking at the reg2reg group, the worst path starts from Decoder_Inst.sclk[0]. The CTS H-tree depth stands at 2. In this run the clock root is driven by a sky130_fd_sc_hd__clkbuf_8. The count of mapped cells out of synthesis stands at 245. Total power normalized to cell area comes to 475 nW/um^2. The setup fix buffers added after clock tree synthesis stands at 0. The synthesized area per cell stands at 9.40 sq um. The number of cells on the worst reg-to-reg path is 7. The mapped netlist covers 2300 sq um. The library cell used most frequently in the layout, excluding fill and tap cells, is sky130_fd_sc_hd__dfxtp_1. STA classifies the critical path endpoint as a register.

The OpenROAD warning count stands at 33. The number of diodes added for antenna fixing stands at 0. The chip area line in the Yosys stat output reads 2300 sq um.

The synthesis stat section lists a flop and latch total of 45. The worst path meets setup with 0.348 ns of slack. The critical path ends at Decoder_Inst.DecodeOut[1]. The type recorded for the worst min-delay path is register to register. The logic area stands at 1260 sq um. For this run, the register share of the synthesized area comes to 0.409. The count of distinct cell types in the synthesized netlist stands at around 50.

The setup slack of the most critical reg-to-reg path stands at 0.35 ns. Of all cell types, the one taking the most synthesized area is sky130_fd_sc_hd__dfxtp_1. The total routing resource utilization after global routing stands at 0.180. For this run, the leading register cell type out of synthesis is sky130_fd_sc_hd__dfxtp_1. At the floorplan stage, the core utilization is reported as 0.525. The flow reports an fmax of 408 MHz. Looking at the reg2reg group, the worst path ends at Decoder_Inst.DecodeOut[1].

In the final report, the number of hold violations comes to 0. The I/O pin total stands at 21. Clock-pin slew was measured on the worst setup and hold paths at approximately 0.080 ns. The clock drives 45 sinks.

The overall via count from detail_route stands at about 1700. The non-filler instance count after layout stands at 317. The overall overflow remaining after global route stands at 0. The worst-case hold slack stands at 0.452 ns.

The pre-CTS setup check shows a worst slack of 0.261 ns. The total wire length after detailed routing stands at 3940 microns. The die extent in y stands at 69.9 microns. The count of library flops with an enable pin stands at 4. The overall power of the completed layout stands at approximately 1.2 mW. The largest clock skew in the final design stands at roughly 0.0036 ns. The routed design could run at a clock period as short as 2.45 ns.

STA classifies the critical path startpoint as a register. The number of nets still failing antenna checks after routing stands at 0. Buffers inserted during clock tree synthesis total 5.

The synthesis report lists the most area-consuming cells as sky130_fd_sc_hd__dfxtp_1 (36%), sky130_fd_sc_hd__xnor2_1 (5.7%), sky130_fd_sc_hd__edfxtp_1 (5.2%). The post-synthesis async set-or-reset flop share stands at 0. The area after detailed placement stands at 2520 sq um. The number of vias per cell stands at 5.33. The worst vdd rail ir drop stands at 229 uV. The number of setup violations in the final report stands at 0. The synth_stat.txt file lists the number of cells as 245. The iteration-0 DRC count of the detailed router stands at 72. The final total negative setup slack stands at 0 ns. The first-pass GRT wire length stands at 7000 microns. The total of buffers placed on input and output ports stands at 18. The number of resized instances in the post-cts repair step stands at 0.

In this run the horizontal extent of the chip is between 60 and 70 microns. Along the worst path, the maximum fanout reaches 6. The post-route fraction of the period consumed by the critical path stands at 0.876. The leakage dissipation stands at 1.15 nW. The number of maximum-capacitance violations stands at 0. RePlAce ended its routability-driven mode at a weighted congestion of 0.831. Tracing the worst setup path back leads to its startpoint at Decoder_Inst.sclk[0]. The initial antenna violation count stands at 0. The final layout report lists a filler cell count of 396. The fraction of layout instances using a drive strength above 1 stands at 0.102. The area inside the core boundary stands at 4380 sq um. The detailed-router iteration count before antenna repair stands at 4. The worst endpoint data arrival time stands at 2.40 ns. The insertion delay of the later-clocked pin in the worst-skew pair stands at a little under 0.3 ns.

Once placement completed, the tool counted placed cells totaling between 300 and 400. The synthesis log from Yosys contains 6 warnings. The sequential cells in the finished layout cover a total of 941 sq um. Setup repair after global routing left no endpoint under its margin. The slew at the pin closest to its max-slew limit stands at about 0.57 ns.

Relative to the synthesized area, the layout overhead comes to 13.2%. The final HPWL from detailed placement stands at 2850 microns. For reference, the final report shows the max-slew violation count at 0.

According to the floorplan log, the row count is 24. The share of the core filled with cells in the final layout stands at 0.594. TritonCTS built the clock tree. In the final routed layout, each cell accounts on average for between 10 and 15 microns.

The critical path is of the register to register type. The required arrival time at the worst endpoint stands at 2.75 ns. The hold buffer count at cts stands at 0.

By instance count after routing, the leading logic cell types are sky130_fd_sc_hd__dfxtp_1 (41), sky130_fd_sc_hd__nor2_1 (26), sky130_fd_sc_hd__nand2_1 (18), sky130_fd_sc_hd__clkdlybuf4s50_1 (18), sky130_fd_sc_hd__inv_1 (16). The chip occupies approximately 4900 sq um.
-- synth_stat cells, drive strengths merged, types with 4 or more instances --
| library cell | count |
|---|---|
| nand2 | 18 |
| nor2b | 4 |
| inv | 16 |
| and4bb | 5 |
| nor2 | 28 |
| o21ai | 5 |
| xnor2 | 15 |
| clkbuf | 6 |
| nand4b | 4 |
| nand4 | 9 |
| a21oi | 13 |
| dfxtp | 41 |
| and4 | 4 |
| ha | 9 |
| edfxtp | 4 |
| nor3 | 4 |
| nor4 | 4 |
| xor2 | 10 |
| and3 | 6 |
| nand3 | 8 |
-- how the worst min path moves through the flow --
stage / startpoint / endpoint / slack, ns / cells past startpoint
after CTS: safe_password_checker_inst.r_SM_Main[4] / safe_password_checker_inst.r_SM_Main[4] / 0.46 / 2
final: safe_password_checker_inst.r_SM_Main[4] / safe_password_checker_inst.r_SM_Main[4] / 0.45 / 2
after global routing: r_Decode_Out[1] / r_Decode_DV / 0.49 / 2
-- where the power goes --
part / total, mW / switching, mW / internal [mW]
Combinational: 0.140 / 0.0524 / 0.0879
Clock: 0.383 / 0.210 / 0.173
Sequential: 0.716 / 0.0299 / 0.686
Total: 1.24 / 0.292 / 0.947
-- logic make-up (layout without fill, tap and decap cells) --
| kind of cell | Yosys count | in the layout | share of synthesized area |
|---|---|---|---|
| AND-OR/OR-AND | 30 | 30 | 0.0804 |
| XOR/XNOR | 25 | 25 | 0.0951 |
| adder cells (fa/ha/maj) | 9 | 9 | 0.0489 |
| buffers and inverters | 25 | 44 | 0.0446 |
| flip-flops | 45 | 45 | 0.409 |
| multiplexers | 3 | 3 | 0.0185 |
| other | 1 | 2 | 0.00163 |
| AND/OR/NAND/NOR | 107 | 107 | 0.302 |
-- metal layers --
layer,GRT usage,up-vias,wire length (microns)
met4,0.0222,0,60
met2,0.293,23,1830
met3,0.0321,5,123
met5,0,-,0
met1,0.267,778,1930
li1,-,885,-
-- cell type report --
type                       instances  share of cell area
multi-input combinational        176               0.484
tap                               52              0.0250
clock buffer                       6              0.0278
clock inverter                     2             0.00384
sequential                        45               0.361
timing repair buffer              20              0.0749
inverter                          16              0.0230
-- state kept, by name (all words and copies together), names as in the netlist --
register,count
Decoder_Inst.sclk,20
Decoder_Inst.DecodeOut,4
SevenSeg1_Inst.r_Hex_Encoding,7
r_Decode_DV,1
safe_password_checker_inst.r_SM_Main,5
Decoder_Inst.Col,4
r_Decode_Out,4
-- critical path, cell delays in order (launching register included) --
cell,delay [ns]
sky130_fd_sc_hd__dfxtp_1,0.36
sky130_fd_sc_hd__inv_1,0.07
sky130_fd_sc_hd__ha_1,0.21
sky130_fd_sc_hd__nand3b_4,0.11
sky130_fd_sc_hd__or4_1,0.55
sky130_fd_sc_hd__nand4b_4,0.25
sky130_fd_sc_hd__and3b_1,0.22
sky130_fd_sc_hd__nor4_2,0.35
Power figures rest on the tool's default switching activity, not on a simulated workload.
